`flow/run.sh`:
```
#!/bin/bash
# OpenROAD 26Q1-2900-gdf79404cd8, Yosys 0.63+post, stock flow scripts
make -C /OpenROAD-flow-scripts/flow DESIGN_CONFIG=/design/flow/config.mk WORK_HOME=/design/flow/orfs finish
```
`flow/config.mk`:
```
export PLATFORM = sky130hd
export DESIGN_NAME = PWM_gen
export DESIGN_NICKNAME = PWM_gen
export VERILOG_FILES = /design/flow/design.v
export SDC_FILE = /design/flow/constraint.sdc
export NUM_CORES = 4
export LEC_CHECK = 1
export CORE_AREA = 10 10 98 98
export DIE_AREA = 0 0 108 108
```
`flow/constraint.sdc`:
```
current_design PWM_gen

set clk_period 2.1
set clk_io_pct 0.2

create_clock -name clk0 -period $clk_period [get_ports {clk}]

set non_clock_inputs [all_inputs -no_clocks]
set_input_delay [expr $clk_period * $clk_io_pct] -clock clk0 $non_clock_inputs
set_output_delay [expr $clk_period * $clk_io_pct] -clock clk0 [all_outputs]
```
`flow/design.v`:
```
`timescale 1ns / 1ps
module PWM_gen( 
	input clk,
	input [10:0] PWM_in, 
	output reg PWM_out
);
	reg [10:0]new_pwm=0;
	reg [10:0] PWM_ramp=0; 
	always @ (posedge clk) begin
		if (PWM_ramp==0)new_pwm<=PWM_in;
				PWM_ramp <= PWM_ramp + 1'b1;
	    PWM_out<=(new_pwm>PWM_ramp);
	end
endmodule
```
==> load_flow_metrics.sql <==
-- generated from flow reports
INSERT INTO impl_metrics (metric_group, metric, value, unit) VALUES
('outcome', 'status', 'completed', ''),
('power_and_ir_drop', 'sw_frac_of_total', '17.4', '%'),
('yosys', 'synth_flop_count', '23', ''),
('worst_setup_path', 'timing.critical_path.slowest_stage_cell', 'sky130_fd_sc_hd__clkdlybuf4s50_1', ''),
('yosys', 'postSynthCellCount', '87', ''),
('detailed_routing', 'final_antenna_violating_net_count', '0', ''),
('placement', 'gp_congestion', '0.780', ''),
('global_routing', 'overflow', '0', ''),
('yosys', 'yosys_instances', '87', ''),
('power_and_ir_drop', 'share_comb_of_total_power', '2.7', '%'),
('final_timing', 'grt_setup_unrepaired', 'false', ''),
('floorplanning', 'chipArea', '11700', 'um2'),
('final_timing', 'setup_viol', '0', ''),
('worst_setup_path', 'r2r_slack', '650', 'ps'),
('clocking', 'post_cts_setup_repair_buffer_count', '0', ''),
('clocking', 'cts_buffer_depth', '2', ''),
('floorplanning', 'floorplan.rows', '32', ''),
('min_path', 'worstHoldStart', 'PWM_ramp[8]$_DFF_P_', ''),
('run', 'openroad.warnings', '26', ''),
('detailed_routing', 'avgRoutedWirePerCell', '8.92', 'um'),
('floorplanning', 'floorplan.die.height', '108', 'um'),
('worst_setup_path', 'worstSetupEndpointType', 'output pin', ''),
('layout', 'postLayoutCoreUtil', '17.6', '%'),
('yosys', 'syn_area_per_cell', '12.0', 'um2'),
('worst_setup_path', 'startpoint_type', 'register', ''),
('floorplanning', 'core_area', '7650', 'um2'),
('global_routing', 'first_global_vias', '651', ''),
('yosys', 'synth-area-yosys', '1040', 'um2'),
('yosys', 'ys_types', '22', ''),
('clocking', 'cts_tree', 'done', ''),
('final_timing', 'final_period_minus_worst_setup_slack', '1500', 'ps'),
('detailed_routing', 'drt_pre_antenna_iters', '4', ''),
('layout', 'area_delta_synth_final', '29.5', '%'),
('final_timing', 'timing.max_slew.rel_slack', '81.4', '%'),
('power_and_ir_drop', 'pwr-share-seq', '62.3', '%'),
('layout', 'filler_cells', '825', ''),
('worst_setup_path', 'worstReg2RegEnd', 'PWM_out$_DFF_P_', ''),
('worst_setup_path', 'critical_path_class', 'reg2out', ''),
('global_routing', 'grt_use_total', '3.25', '%'),
('clocking', 'clock_latency', '260', 'ps'),
('final_timing', 'worst-slew-pin-transition', '277', 'ps'),
('yosys', 'top_area_share', '31.8', '%'),
('worst_setup_path', 'rr_startpoint', 'PWM_ramp[4]$_DFF_P_', ''),
('final_timing', 'setup_slack_of_the_critical_path_after_layout', '604', 'ps'),
('worst_setup_path', 'crit_path_max_fanout', '1', ''),
('global_routing', 'grt_max_degree', '13', ''),
('detailed_routing', 'insertedDiodeCount', '0', ''),
('worst_setup_path', 'cpPeakStageDelay', '480', 'ps'),
('final_timing', 'layout_skew', '2.36', 'ps'),
('global_routing', 'grt_antenna_before_repair', '0', ''),
('worst_setup_path', 'required', '1680', 'ps'),
('worst_setup_path', 'worstRegToRegCells', '6', ''),
('detailed_routing', 'first_iter_violations', '22', ''),
('placement', 'detailed_place_hpwl', '1510', 'um'),
('layout', 'layout.area.comb', '430', 'um2'),
('clocking', 'tritoncts.num_buffers', '3', ''),
('detailed_routing', 'num_vias', '647', ''),
('detailed_routing', 'drc', '0', ''),
('clocking', 'clk_pin_slew_worst_paths', '80', 'ps'),
('floorplanning', 'io-pin-count', '13', ''),
('placement', 'place_ws', '653', 'ps'),
('power_and_ir_drop', 'fin_total_pwr', '752', 'uW'),
('final_timing', 'final_min_period_over_clock_period', '71.2', '%'),
('power_and_ir_drop', 'internal_power', '621', 'uW'),
('power_and_ir_drop', 'p_clk_share', '35.0', '%'),
('yosys', 'synth-seq-area-share', '54.9', '%'),
('yosys', 'synth-warning-count', '1', ''),
('worst_setup_path', 'critical_path.cell_chain', 'clkdlybuf4s50_1', ''),
('yosys', 'netlist_area', '1040', 'um2'),
('layout', 'final_layout_size_suffix_gt1_share', '7.69', '%'),
('min_path', 'holdCritPathClass', 'reg2reg', '');
[metrics by stage]
stage,std cells,hold slack (ps),area (um2)
after floorplan,87,429,1050
after global placement,202,449,1300
after detailed placement,202,450,1300
after CTS,206,465,1350
after global routing,206,492,1350
final,206,464,1350
[power by group through the flow]
stage / logic (mW) / clock network [mW] / registers, mW
finish: 0.0206 / 0.263 / 0.468
CTS: 0.0213 / 0.273 / 0.468
global route: 0.0221 / 0.301 / 0.468
[state kept, by name, summed over array words and instances (netlist names)]
signal,count
PWM_out,1
new_pwm,11
PWM_ramp,11
[synth_stat cells]
library cell and number:
sky130_fd_sc_hd__nor3_1 1, sky130_fd_sc_hd__o31ai_1 1, sky130_fd_sc_hd__nor2_1 3, sky130_fd_sc_hd__xor2_1 1, sky130_fd_sc_hd__a21oi_1 3, sky130_fd_sc_hd__ha_1 13, sky130_fd_sc_hd__nand2_1 4, sky130_fd_sc_hd__and3_4 1
sky130_fd_sc_hd__nand3_1 3, sky130_fd_sc_hd__nand3_2 2, sky130_fd_sc_hd__a211oi_1 2, sky130_fd_sc_hd__xnor2_1 8, sky130_fd_sc_hd__o21ai_0 1, sky130_fd_sc_hd__edfxtp_1 11, sky130_fd_sc_hd__dfxtp_1 12, sky130_fd_sc_hd__a2bb2oi_1 1
sky130_fd_sc_hd__nor4_1 1, sky130_fd_sc_hd__nand3b_1 1, sky130_fd_sc_hd__nand4_1 4, sky130_fd_sc_hd__inv_1 12, sky130_fd_sc_hd__and3_1 1, sky130_fd_sc_hd__and4_1 1
[how the worst min path moves through the flow]
stage / to / cells after the start
CTS: PWM_ramp[8]$_DFF_P_ / 1
global route: PWM_ramp[10]$_DFF_P_ / 1
finish: PWM_ramp[8]$_DFF_P_ / 1
[metal layers]
| metal | GRT usage, % | vias up | wire [um] |
|---|---|---|---|
| met4 | 0.191 | 0 | 6 |
| met1 | 5.05 | 294 | 973 |
| li1 | - | 341 | - |
| met2 | 4.35 | 10 | 752 |
| met3 | 1.20 | 2 | 105 |
| met5 | 0 | - | 0 |
[layout make-up]
class,instances,share of cell area [%]
clock buffer,4,3.35
inverter,12,3.35
multi-input combinational,52,32.0
sequential,23,42.4
tap,102,9.48
timing repair buffer,13,9.48
[logic make-up (layout without fill, tap and decap cells)]
kind of cell / after synthesis / after routing / synth area share [%]
compound gates: 8 / 8 / 4.93
simple gates: 22 / 22 / 12.6
buf+inv: 12 / 29 / 4.33
flops: 23 / 23 / 54.9
xor+xnor: 9 / 9 / 7.58
fa+ha+maj: 13 / 13 / 15.6
No activity file was given, so power comes from the tool's default toggle rates.
