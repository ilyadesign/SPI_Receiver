===== design/flow/design.v =====
`timescale 1ns / 1ps
module SPI_rsvr(
    input wire CLK,
    input wire RST,
    input wire SDATA,
    output reg SCLK,
    output reg nCS,
    output reg [15:0] DATA,
    input wire START,
    output reg DONE
    );
    reg [2:0] current_state;
    reg [2:0] next_state;
    reg [15:0] temp;
    reg clk_div;
    reg [31:0] clk_counter;
    reg [3:0] shiftCounter;
    reg enShiftCounter;
    reg enParalelLoad;
    initial begin
        current_state <= 1;
        clk_counter <= 0;
        DATA <= 0;
    end
    parameter max_clk_cnt = 5;
    always @ (posedge(CLK) or posedge(RST)) begin
        if (RST) begin
            clk_counter <= 0;
            clk_div <= 0;
            SCLK <= 0;
        end
        else if (clk_counter == max_clk_cnt) begin
            clk_counter <= 0;
            SCLK <= ~ SCLK;
            clk_div <= ~ clk_div;
        end
        else clk_counter <= clk_counter + 1;
    end
    always @ (posedge(clk_div)) begin
        if (enShiftCounter == 1) begin
            temp <= {temp[14:0], SDATA};            
            shiftCounter <= shiftCounter + 1;      
        end
        else if (enParalelLoad) begin
            shiftCounter <= 0;
            DATA <= temp;                    
        end
    end
    always @ (posedge(clk_div) or posedge(RST)) begin
        if (RST) begin
            current_state <= 1;     
        end
        else current_state <= next_state;
    end
    always @ (*) begin
        if (current_state == 1) begin
            enShiftCounter <= 0;
            DONE <= 1;
            nCS <= 1;
            enParalelLoad <= 0;
        end
        else if (current_state == 2) begin
            enShiftCounter <= 1;
            DONE <= 0;
            nCS <= 0;                
            enParalelLoad <= 0;
        end
        else begin  
            enShiftCounter <= 0;
            DONE <= 0;
            nCS <= 1;
            enParalelLoad <= 1;
        end
    end
    always @ (*) begin   
        case (current_state)
            1: begin
                if (START) begin
                    next_state <= 2;
                end
                else next_state <= current_state;
            end
            2: begin
                if (shiftCounter == 15) begin
                    next_state <= 3;
                end
                else next_state <= current_state;
            end
            3: begin
                if (START == 0) begin
                    next_state <= 1;
                end
                else next_state <= 2;
            end
            default :
                next_state <= current_state;
        endcase
    end
endmodule

===== design/flow/run.sh =====
#!/bin/bash
# OpenROAD 26Q1-2900-gdf79404cd8, Yosys 0.63+post, stock flow scripts
make -C /OpenROAD-flow-scripts/flow DESIGN_CONFIG=/design/flow/config.mk WORK_HOME=/design/flow/orfs finish

===== design/flow/config.mk =====
export PLATFORM = sky130hd
export DESIGN_NAME = SPI_rsvr
export DESIGN_NICKNAME = SPI_rsvr
export VERILOG_FILES = /design/flow/design.v
export SDC_FILE = /design/flow/constraint.sdc
export NUM_CORES = 4
export LEC_CHECK = 1
export CORE_UTILIZATION = 50

===== design/flow/constraint.sdc =====
current_design SPI_rsvr

set clk_period 4.5
set clk_io_pct 0.2

create_clock -name clk0 -period $clk_period [get_ports {CLK}]

set non_clock_inputs [all_inputs -no_clocks]
set_input_delay [expr $clk_period * $clk_io_pct] -clock clk0 $non_clock_inputs
set_output_delay [expr $clk_period * $clk_io_pct] -clock clk0 [all_outputs]

==> design notes <==
92 endpoints have no timing constraint. The synthesis run shows the most used standard cells to be edfxtp_1, dfrtp_1, xnor2_1, nand3_1. The tools report the root cell of the clock tree as clkbuf_8.

For the number of setup buffers added after CTS, the log shows 0. In the final layout, the fill cell count is 440. The synthesis report lists the most area-consuming cells as edfxtp_1, dfrtp_1, xnor2_1. Synthesis instantiated 27 different standard cells from the library. The first detailed-routing pass ran for 4 iterations. The clock tree synthesis step divided the H-tree into 2 levels. Looking at the max-slew report, the worst-margin pin has a slew of 753 ps. The post-cts gate resize count is 0. Per the log, the first TritonRoute iteration ended with a DRC count of 40. In the final run the clock tree shows a worst skew of 5.99 ps.

The cell sequence reported for the critical path is clkdlybuf4s50_1. The analysis attributes to cell leakage a power of 0.00134 uW. The kind of end point of the critical path was a primary output.

The fraction of final layout cells with drive strength greater than 1 came out at 7.56%. The synth_stat.txt file lists the number of cells as 209. The logs give 0 for the remaining routing DRC violations and 39 for the pin count of the biggest net entering global routing. In the synthesized netlist the async set-or-reset flop fraction comes to 50.0%.

After technology mapping, the gate count stands at 209. The synthesized netlist has a Yosys-reported chip area of 2940 um^2. The global routing usage summed across all routing layers was 16.5%; the post-layout instance area was 3330 um^2. Detailed placer's ending HPWL: 3010 um. The number of warnings in the stage logs came out at 30. For the worst-skew pair, the clock arrives at the later sink with an insertion delay of 290 ps.

The run gives 72 for the post-synthesis sequential element count. The type of the worst setup path is flop to primary output. On the final layout, the worst hold slack is 470 ps. The number of rows created at floorplan is 27, and the worst slew margin relative to its limit is 49.8%.

For the initial antenna violation count, the log shows 0. Setup repair after global routing left no endpoint under its margin. The minimum clock period after layout came out at 2020 ps.

The count of flip-flops with a built-in enable after synthesis was 36; the post-route setup TNS was 0 ps. The cell area reported after detailed placement came out at 3240 um^2. The timing report gives the worst reg2reg path a setup slack of 2630 ps.

The number of endpoints failing setup at the final stage was 0; the count of unclocked register or latch pins was 38. On the worst path, the slowest cell contributes a delay of 480 ps. The share of synthesized cell area in and-or and or-and compound cells is 0.980%, and the power density of the placed cells is 163 nW/um^2. Of the post-synthesis cell area, the dominant cell type holds 36.8%.

Summing the areas of all fa, ha and maj instances in the mapped netlist gives 3.41% of the synthesized area. Counting pins that exceed their max-slew limit in the final report gives 0. The floorplan core density is 52.7%, and the area overhead of the layout relative to synthesis is 13.5%. The run gives 0 for the antenna diode count. The floorplan step set the die width to 78.6 um. The flip-flop cell with the highest count after synthesis is edfxtp_1.

Summing the sequential cell areas from Yosys gives 67.6% of the chip area. Count of max-cap constraint violations: 0. The timing report gives the clock slew at the launch and capture registers of the worst setup and hold paths as 60 ps. The floorplan step set the die height to 78.6 um. The critical path maximum fanout is 2. Global routing finished with a remaining overflow of 0.

The count of buffer and inverter cells on the critical path works out to 1. The floorplan step defined a core boundary enclosing 5570 um^2. The sequential cells in the finished layout cover a total of 1980 um^2. The data required time reported for the critical path is 3600 ps. The highest achievable clock rate was 494 MHz. The wire length per cell works out to 13.5 um. The run finished with clean final reports.

Per the synthesis report, the dominant area consumer among library cells is edfxtp_1. Top cell type by instance count after synthesis: edfxtp_1. In the routed layout, each cell is associated on average with a via count of 5.42. The slowest stage of the critical path belongs to the cell clkdlybuf4s50_1.

After synthesis, the share of cell area in mux cells is 0%. The worst setup path is launched from a flop. The cell-mix breakdown from Yosys lists the simple-gate area share as 15.8%. The arrival time reported for the critical path endpoint is 1120 ps, and the final wirelength is 4180 um. The detailed router placed 1680 vias in this run. The final timing summary puts the cycle share of the worst path at 45.0%. The run gives 5 as the number of buffers created by CTS. The die covers 6180 um^2. The logs give 7500 um for the first-pass GRT wire length and 1643 for the number of global-route vias before repair. In this run, post-CTS hold repair placed 0 buffers. Port buffering added 22 buffers.

The largest buffer count on any clock path is 2, and the area used by multi-input combinational logic is 891 um^2. The final weighted congestion of routability-driven global placement is 0.828. The run gives 0 for the count of nets left with antenna violations after detail routing.

Per the final timing report, the hold violations number 0. For this design the top-level I/O count stands at 23. TritonCTS built the clock tree. Yosys shows that the main logic family after synthesis is simple AND/OR/NAND/NOR gates. The run gives 1 for the Yosys warning count.

The synthesized cell area came out at 2940 um^2. Kind of cell adding the most delay to the critical path: buffers and inverters. Summing the areas of all xor and xnor instances in the mapped netlist gives 10.1% of the synthesized area. The run gives 0.000198 V as the largest voltage drop on the vdd net.

The type of the tightest min-delay check was flop to flop. Dividing the synthesized area by the synthesized cell count gives 14.0 um^2.
==> worst paths after layout <==
check                          startpoint         endpoint  cells past startpoint
hold / removal                       SCLK             SCLK                      1
setup reg to reg           clk_counter[0]  clk_counter[26]                      5
setup / recovery                     SCLK             SCLK                      1
max in group asynchronous             RST  clk_counter[21]                      3
hold reg to reg                      SCLK             SCLK                      1
min in group asynchronous             RST   clk_counter[2]                      3
==> final cells by class <==
class                           count  share of cell area [%]
Sequential cell                    72                    59.5
Tap cell                           72                    2.70
Inverter                           11                    1.24
Clock buffer                        7                    2.59
Clock inverter                      1                   0.150
Timing Repair Buffer               24                    7.06
Multi-Input combinational cell    123                    26.7
==> layout by cell type (no fill, tap or decap) <==
cell type        instances
edfxtp_1                36
nor3_1                   2
nor4_4                   1
and2_1                   1
nor2_1                  13
a21oi_1                  2
nor3_4                   1
xnor2_1                 27
clkinv_2                 1
nor2_2                   1
nand4_1                 13
o21ai_0                  2
dfrtp_1                 35
ha_1                     8
a221oi_1                 1
dfstp_2                  1
nand3_1                 18
buf_4                    2
inv_1                   11
clkbuf_1                 1
and4_1                   3
nand4_4                  1
and3_1                   5
nand2_1                  7
xor2_1                   7
or4_4                    1
nor3_2                   3
nor4_1                   6
clkdlybuf4s50_1         22
clkbuf_8                 6
==> power by group <==
part           switching [uW]  internal [uW]
clock network             104            123
registers                   0            306
logic                    6.89           3.13
total                     111            432
==> logic make-up (layout without fill, tap and decap cells) <==
family,after synthesis,count (layout)
adder cells (fa/ha/maj),8,8
AND-OR/OR-AND,5,5
buffers and inverters,14,43
flip-flops,72,72
AND/OR/NAND/NOR,76,76
XOR/XNOR,34,34
==> flip-flops by register name (all words and copies together), names as in the netlist <==
signal / cells
DATA: 16
clk_div: 1
current_state: 2
shiftCounter: 4
SCLK: 1
clk_counter: 32
temp: 16
==> layer usage <==
metal	wire length, um	vias to the layer above	track usage, %
met2	1990	34	25.4
li1	-	804	-
met5	0	-	0
met4	78	0	2.78
met1	1950	835	27.2
met3	159	7	3.42
==> worst register-to-register path, cell delays in order, from the launching register on <==
cell and delay (ps):
dfrtp_1 400, ha_1 240, nand2_1 130, nor3_2 610, nand4_1 210, xnor2_1 170
==> through the flow <==
stage	util, %	setup WS [ps]	cells	total power, uW
2_1_floorplan	-	2800	209	317
3_3_place_gp	58.1	2720	302	322
3_5_place_dp	58.1	2670	302	322
4_1_cts	59.8	2460	310	550
5_1_grt	59.8	2390	310	566
6_report	59.8	2480	310	543
Power and IR drop assume default switching activity.
