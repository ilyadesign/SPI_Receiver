### /design/flow/design.v
`timescale 1ns / 1ps
module clk_divider(clk, rst, clk_out);
    parameter max_count = 1020;
    input wire clk, rst;
    output reg clk_out;
    reg [63:0] cnt;
    initial begin
        cnt <= 0;
        clk_out <= 0;
    end
    always @ (posedge(clk) or posedge(rst)) begin
        if (rst) begin
            cnt <= 0;
            clk_out <= 0;
        end
        else begin           
            if (cnt == max_count) begin
                    cnt <= 0;
                    clk_out <= ~ clk_out;
                end
            else cnt <= cnt + 1;
        end
    end
endmodule
### /design/flow/run.sh
#!/bin/bash
# OpenROAD 26Q1-2900-gdf79404cd8, Yosys 0.63+post, stock flow scripts
make -C /OpenROAD-flow-scripts/flow DESIGN_CONFIG=/design/flow/config.mk WORK_HOME=/design/flow/orfs finish
### /design/flow/config.mk
export PLATFORM = sky130hd
export DESIGN_NAME = clk_divider
export DESIGN_NICKNAME = clk_divider
export VERILOG_FILES = /design/flow/design.v
export SDC_FILE = /design/flow/constraint.sdc
export NUM_CORES = 4
export LEC_CHECK = 1
export CORE_UTILIZATION = 30
### /design/flow/constraint.sdc
current_design clk_divider

set clk_period 10.3
set clk_io_pct 0.2

create_clock -name clk0 -period $clk_period [get_ports {clk}]

set non_clock_inputs [all_inputs -no_clocks]
set_input_delay [expr $clk_period * $clk_io_pct] -clock clk0 $non_clock_inputs
set_output_delay [expr $clk_period * $clk_io_pct] -clock clk0 [all_outputs]
==> changes_impl.md <==
### Changed

- Outcome: finished clean
- Top cells excl fill/tap: 65 x dfrtp_1, 35 x xor2_1, 28 x nor2_1, 28 x xnor2_1, 23 x nand2_1
- IO buf count: 2
- TritonCTS buffer count: 9
- CP required: 8.24 ns
- Pin count of the biggest net entering global routing: 34
- Maximum clock frequency: 311 MHz
- Cts repair resizes: 0
- DRT Pass-1 Iters: 4
- First-pass GRT wire length: 11500 um
- Skew final: 0.0116 ns
- Switching power total: 0.000107 W
- Die y size: 107 um
- Boundary Pins: 3
- CTS tree: yes
- Seq pwr share: 55.9%
- Clk sinks: 65
- Root Buffer: clkbuf_8
- FP Util: 31.5%
- Yosys Instances: 306
- Crit-path max FO: 2
- Period minus WS final: 3.21 ns
- Clk slew on worst S/H paths: 0.07 ns
- Slowest stage delay, CP: 0.46 ns
- Final ANT Viol Nets: 0
- DRT iter0 DRCs: 78
- Vias in the first global route: 2177
- Die Area: 11400 um2
- Post-synth cell types: 33
- Pre-CTS WS: 6.80 ns
- Internal power: 0.000349 W
- Congestion Overflow GR: 0
- Tool warnings: 26
- CP endpoint kind: output port
- Row cnt: 37
- Top cells by area: dfrtp_1 49%, xor2_1 9.3%, xnor2_1 7.4%, nand4_1 3.8%, nor4_1 3.2%
- Synth warn: 1
- Hold/Removal Path Class: register to register
- Final setup viols: 0
- Max Cap Violations: 0
- Layout cell share with drive strength beyond 1: 12.1%
- CTS Buffer Depth: 2
- Setup crit start kind: register
- Worst Path Arrival: 1.15 ns
- DRC viols: 0
- Mapped Area: 3290 um2
- Worst slew margin: 49.2%
- Mean Syn Cell Area: 10.8 um2
- Drt wl/cell: 14.5 um
- Filler instances: 1073
- Crit path cell chain: clkdlybuf4s50_1
- P_leak: 1.67 nW
- Worst setup margin: 7.09 ns
- GP Congestion: 0.811
- Post-DP HPWL: 4800 um
- Max-area cell share: 49.4%
- H-tree levels: 3
- Cycle use final: 31.2%
- Die width: 107 um
- P per Cell Area: 125 nW/um2
- Critical path type: register to output port
- Most numerous logic cell after layout: dfrtp_1
- Register bit total from synthesis: 65
- Post-synth top area cell: dfrtp_1
- GR Util All Layers: 13.0%
- Clk ins delay skew pair: 0.34 ns
- Post-CTS Hold Buffers: 0
- Final Hold Viols: 0
- Total number of vias: 2298
- Buffers and inverters on the worst path: 1
- Critical Path Slowest Stage Cell: clkdlybuf4s50_1
- Core area: 10500 um2
- Worst Tran Pin Value: 0.755 ns
- Top delay family on crit path: buffers and inverters
- Worst vdd ir: 49.0 uV
- Max Slew Vio Count: 0
- Seq share, synth: 49.4%
- Number of cells produced by synthesis: 306
- Clock network fraction of total power: 42.9%
- RSZ-0062 raised after global routing: false
- Setup TNS: 0 ns
- Setup bufs post-CTS: 0
- Yosys chip area: 3290 um2
- Synthesis-to-finish area growth: 10.7%
- Combinational Power Share: 1.2%
- WL final: 6630 um
- Initial antenna violation count: 0
- Ant. Diodes: 0
- Sw Share: 23.4%
- Routed vias/inst: 5.02
## synthesized netlist by cell type (all sizes together)
cell type	n
or3	3
nor4	24
nor3	13
nand4	24
clkbuf	1
and2	1
nor2	28
xnor2	28
nor4b	1
inv	9
nor3b	2
nand2	23
and3	12
dfrtp	65
and4	6
nand3	21
buf	3
nor2b	1
or4	3
nand2b	1
xor2	35
ha	2
## registers in the layout, summed over array words and instances (netlist names)
signal and cells:
clk_out 1, cnt 64
## logic make-up after synthesis
logic type	Yosys count	synth area share (%)
flip-flops	65	49.4
AND/OR/NAND/NOR	163	31.1
buffers and inverters	13	2.05
adder cells (fa/ha/maj)	2	0.759
XOR/XNOR	63	16.7
## metrics by stage
stage | std cells | utilization [%] | hold slack (ns) | power, W | area [um2]
4_1_cts | 458 | 34.9 | 0.472 | 0.000462 | 3650
3_3_place_gp | 442 | 33.1 | 0.456 | 0.000266 | 3470
3_5_place_dp | 442 | 33.1 | 0.463 | 0.000266 | 3470
2_1_floorplan | 306 | - | 0.420 | 0.000264 | 3290
6_report | 458 | 34.9 | 0.465 | 0.000456 | 3650
5_1_grt | 458 | 34.9 | 0.501 | 0.000473 | 3650
## power by group through the flow
stage | combinational (W) | clock, W | sequential, W
4_1_cts | 0.00000610 | 0.000201 | 0.000255
5_1_grt | 0.00000674 | 0.000211 | 0.000255
6_report | 0.00000552 | 0.000196 | 0.000255
## final timing paths
path                            endpoint  depth (start not counted)  slack (ns)  startpoint
worst max-delay path             clk_out                          1        7.09     clk_out
worst min register to register   clk_out                          1        0.46     clk_out
worst min-delay path             clk_out                          1        0.46     clk_out
min in group asynchronous        cnt[14]                          2        2.15         rst
worst max register to register   cnt[63]                          5        7.93      cnt[8]
max in group asynchronous        cnt[12]                          3        7.27         rst
## cell type report
class	instances	area, um2	area share, %
clock buffers	10	138	3.77
clock inverters	6	43.8	1.20
inverters	9	33.8	0.926
multi-input cells	228	1600	43.9
flip-flops and latches	65	1630	44.6
well taps	136	170	4.67
repair buffers	4	35.0	0.961
## per-layer routing
layer	track usage (%)	routed length, um
met5	0	0
met4	1.86	71
met3	2.05	284
met2	18.0	2830
met1	22.4	3440
Power is estimated from default activity; no workload was simulated.
